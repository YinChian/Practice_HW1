--- ./design.v ---
`timescale 1ns/1ns
module Clock_Counter(
	input CLOCK_50,
	input reset,
	input oneHz,
	input testSignal,
	output reg [31:0] result
);
	wire [31:0] buffer;
	reg add;
	always@(posedge CLOCK_50,negedge reset)begin  
		if(!reset) result <=#1 32'd0;
		else if(oneHz) result <=#1 buffer;
		else result <=#1 result;
	end
	wire toBCD;
	edge_detect detect(CLOCK_50,reset,testSignal,toBCD,);
	wire [8:0] carry;
	wire [8:0] s_carry;
	bcd_counter D0(CLOCK_50,reset,oneHz,toBCD,buffer[3:0],carry[1]);
	bcd_counter D1(CLOCK_50,reset,oneHz,carry[1],buffer[7:4],carry[2]);
	bcd_counter D2(CLOCK_50,reset,oneHz,carry[2],buffer[11:8],carry[3]);
	bcd_counter D3(CLOCK_50,reset,oneHz,carry[3],buffer[15:12],carry[4]);
	bcd_counter D4(CLOCK_50,reset,oneHz,carry[4],buffer[19:16],carry[5]);
	bcd_counter D5(CLOCK_50,reset,oneHz,carry[5],buffer[23:20],carry[6]);
	bcd_counter D6(CLOCK_50,reset,oneHz,carry[6],buffer[27:24],carry[7]);
	bcd_counter D7(CLOCK_50,reset,oneHz,carry[7],buffer[31:28],);
endmodule
module SEG_HEX
	(
		iDIG,							
		oHEX_D		
	);
input	  [3:0]   iDIG;				
output	  [6:0]	  oHEX_D;   
reg	  [6:0]	  oHEX_D;	
always @(iDIG) 
    begin
			case(iDIG)
			4'h0: oHEX_D <= 7'b1000000;  
			4'h1: oHEX_D <= 7'b1111001;  
			4'h2: oHEX_D <= 7'b0100100;  
			4'h3: oHEX_D <= 7'b0110000;  
			4'h4: oHEX_D <= 7'b0011001;  
			4'h5: oHEX_D <= 7'b0010010;  
			4'h6: oHEX_D <= 7'b0000010;  
			4'h7: oHEX_D <= 7'b1111000;  
			4'h8: oHEX_D <= 7'b0000000;  
			4'h9: oHEX_D <= 7'b0011000;  
			4'ha: oHEX_D <= 7'b0001000;  
			4'hb: oHEX_D <= 7'b0000011;  
			4'hc: oHEX_D <= 7'b1000110;  
			4'hd: oHEX_D <= 7'b0100001;  
			4'he: oHEX_D <= 7'b0000110;  
			4'hf: oHEX_D <= 7'b0001110;  
	     default: oHEX_D <= 7'b1000000;  
			endcase
		end
endmodule
`timescale 1ns/1ns
module bcd_counter(
	input gclk,
	input reset,
	input oneHz,
	input add, 
	output reg [3:0] now,
	output reg carry
);
	always@(posedge gclk,negedge reset)begin
		if(!reset ) now <= 4'h0;
		else if(oneHz) now <= 4'h0;
		else if(add)begin
			if(now == 4'd9) now <= 4'h0;
			else now <= now + 4'h1;
		end 
		else begin
			now <= now;
		end
	end
	always@(*)begin
		if(now == 4'd9 && add) carry = 1'b1;
		else carry = 1'b0;
	end
endmodule
`timescale 1ns/1ns
module edge_detect (
   clk,
   rst_n,
   data_in,
   pos_edge,
   neg_edge 
   );
input      clk;
input      rst_n;
input      data_in;
output     pos_edge;
output     neg_edge;
reg        data_in_d1;
reg        data_in_d2; 
assign pos_edge =  data_in_d1 & ~data_in_d2;
assign neg_edge =  ~data_in_d1 & data_in_d2;
always@(posedge clk or negedge rst_n) 
begin
  if (!rst_n)
  begin
    data_in_d1 <=#1 1'b0;
    data_in_d2 <=#1 1'b0;
  end
  else 
  begin
    data_in_d1 <=#1 data_in;
    data_in_d2 <=#1 data_in_d1;   
  end
end
endmodule 
module lab1(
	input SMA_CLKIN,
	input [3:0] KEY,
	input CLOCK_50,
	output [6:0] HEX0,
	output [6:0] HEX1,
	output [6:0] HEX2,
	output [6:0] HEX3,
	output [6:0] HEX4,
	output [6:0] HEX5,
	output [6:0] HEX6,
	output [6:0] HEX7
);
	wire reset = KEY[0];
	wire oneHz;
	mod_1sec u1(CLOCK_50,reset,oneHz);
	wire [31:0] result;
	Clock_Counter u3(CLOCK_50,reset,oneHz,SMA_CLKIN,result);
	SEG_HEX digit0(result[3 :0 ],HEX0);
	SEG_HEX digit1(result[7 :4 ],HEX1);
	SEG_HEX digit2(result[11:8 ],HEX2);
	SEG_HEX digit3(result[15:12],HEX3);
	SEG_HEX digit4(result[19:16],HEX4);
	SEG_HEX digit5(result[23:20],HEX5);
	SEG_HEX digit6(result[27:24],HEX6);
	SEG_HEX digit7(result[31:28],HEX7);
endmodule
module mod_1sec(
	input clk,
	input reset,
	output reg oneHz
);
	reg [25:0] counter;
	always@(posedge clk,negedge reset)begin
		if(!reset) 
			counter <= 26'd0;
		else begin
			if(counter == 26'd50_000) counter <= 26'd0;  
			else counter <= counter + 26'd1;
		end
	end
	always@(*)begin
		if(counter == 26'd50_000) oneHz = 1'b1;	 
		else oneHz = 1'b0;
	end
endmodule
--- ./config.mk ---
export PLATFORM = sky130hd
export DESIGN_NAME = lab1
export DESIGN_NICKNAME = lab1
export VERILOG_FILES = /design/flow/design.v
export SDC_FILE = /design/flow/constraint.sdc
export NUM_CORES = 4
export LEC_CHECK = 1
export CORE_UTILIZATION = 40
--- ./constraint.sdc ---
current_design lab1

set clk_period 10.1
set clk_io_pct 0.2

create_clock -name clk0 -period $clk_period [get_ports {CLOCK_50}]

set non_clock_inputs [all_inputs -no_clocks]
set_input_delay [expr $clk_period * $clk_io_pct] -clock clk0 $non_clock_inputs
set_output_delay [expr $clk_period * $clk_io_pct] -clock clk0 [all_outputs]
--- ./run.sh ---
#!/bin/bash
# OpenROAD 26Q1-2900-gdf79404cd8, Yosys 0.63+post, stock flow scripts
make -C /OpenROAD-flow-scripts/flow DESIGN_CONFIG=/design/flow/config.mk WORK_HOME=/design/flow/orfs finish
==> qor_table.md <==
| Metric | Value | Unit |
|---|---|---|
| Ys flop type | sky130_fd_sc_hd__dfrtp_1 | - |
| Number of routed nets with antenna violations | 0 | - |
| Post-synthesis cell count from yosys | 681 | - |
| Root Buffer Master | sky130_fd_sc_hd__clkbuf_16 | - |
| Cells after Synth | 681 | - |
| Synthesis-to-finish area growth | 16.25 | % |
| Most frequent cell after synthesis | sky130_fd_sc_hd__dfrtp_1 | - |
| Antenna violations before repair | 0 | - |
| Start point of the critical path | u3.result[25]$_DFFE_PN0N_ | - |
| Largest cells by area after synthesis | sky130_fd_sc_hd__dfrtp_1, sky130_fd_sc_hd__ha_1, sky130_fd_sc_hd__mux2i_1, sky130_fd_sc_hd__nor2_1, sky130_fd_sc_hd__mux2_1 | - |
| Chip Footprint | 16,450 | µm² |
| Core region area | 15,370 | µm² |
| Setup repair after global routing missed its margin | no | - |
| Core utilization at floorplan | 41.47 | % |
| Total Power Consumption | 787.3 | µW |
| Die Wd | 128.2 | µm |
| Drt initial violations | 233 | - |
| DPL Wire Length | 8438 | µm |
| Slew at the pin closest to its max-slew limit | 0.5934 | ns |
| Post-synthesis cell type with the largest combined area | sky130_fd_sc_hd__dfrtp_1 | - |
| Share of final-layout standard cells stronger than drive strength 1 | 5.761 | % |
| Number of post-CTS setup repair buffers | 0 | - |
| Total number of placement rows | 45 | - |
| Sequential-to-total area share from yosys stat | 36.11 | % |
| Number of flops mapped to enable cells by yosys | 0 | - |
| Largest registers | u3.result: 32 flops, u1.counter: 26 flops | - |
| Critical-path top delay cell | sky130_fd_sc_hd__clkdlybuf4s50_1 | - |
| Detailed-route via count | 5,024 | - |
| Number of placed I/O pins | 62 | - |
| Total power density per cell area | 106.2 | nW/µm² |
| Yosys warns | 5 | - |
| H-tree levels | 3 | - |
| Final weighted congestion in routability-driven placement | 0.8511 | - |
| Crit-path max cell delay | 0.50 | ns |
| Largest register by flop count | u3.result | - |
| Kind of end point of the critical path | output port | - |
| Worst Hold Depth | 0 | - |
| OpenROAD warnings | 69 | - |
| Max Cap Violations | 0 | - |
| Path type of the worst setup path | reg2out | - |
| Worst path bufs/invs | 2 | - |
| Chip Area, Yosys | 6375 | µm² |
| End of the worst register-to-register path | u3.result[3]$_DFFE_PN0N_ | - |
| Result of the run | finished clean | - |
| Antenna diode count | 0 | - |
| Launch point of the worst hold path | u3.detect.data_in_d1$_DFF_PN0_ | - |
| Critical path cell sequence | inv_1 -> ha_1 -> nor2_1 -> or3b_2 -> o31ai_1 -> clkdlybuf4s50_1 | - |
| Min-Delay Endpoint | u3.detect.data_in_d2$_DFF_PN0_ | - |
| Count of unique library cells instantiated by Yosys | 69 | - |
| DRC errors left | 0 | - |
| Worst-path fanout max | 6 | - |
| Number of cells traversed by the worst register-to-register path | 8 | - |
| Largest delay contributor family on the critical path | buffers and inverters | - |
| Maximum clock skew at final layout | 0.008184 | ns |
| Number of failing setup endpoints in the final timing report | 0 | - |
| Peak supply drop | 0.0001193 | V |
| Highest Clock Rate | 231.4 | MHz |
| Syn Area/Cell | 9.361 | µm² |
| Beginning of the worst register-to-register path | u1.counter[0]$_DFF_PN0_ | - |
| Commonest cells in the synthesized netlist | sky130_fd_sc_hd__dfrtp_1, sky130_fd_sc_hd__nor2_1, sky130_fd_sc_hd__ha_1 | - |
| Nature of the critical path startpoint | flip-flop | - |
| Hold-fix buffer count after cts | 0 | - |
| Slack of the worst reg-to-reg path | 7.31 | ns |
| Register bit count reported by yosys | 92 | - |
| Clock Pin Slew Worst Setup and Hold Paths | 0.07 | ns |
| Number of hold violations in the final report | 0 | - |
| Final period util | 42.78 | % |
| Path category of the worst min-delay check | reg2reg | - |
| Global route overflow | 0 | - |
| Cell leakage power | 3.145 | nW |
| Clock tree from TritonCTS | yes | - |
| Flip-flop count of the largest register after layout | 32 | - |
| Detailed-routing iteration count for the pre-antenna-repair pass | 4 | - |
| Total count of max-transition violations in the final report | 0 | - |
| Share of flip-flops with an asynchronous set or reset | 100.0 | % |
| Post-route minimum period | 4.321 | ns |
| Aggregate global-route resource usage | 15.69 | % |
| Drt via density | 5.345 | - |
| Final setup TNS | 0 | ns |
| Clock Sinks | 92 | - |
| Critical Path AT | 2.30 | ns |
| Vias in the first global route | 4,728 | - |
| Max_slew headroom | 60.44 | % |
| Pin count of the biggest net entering global routing | 50 | - |
| CTS buffer count | 9 | - |
| Source-to-sink clock delay at the later pin of the worst-skew pair | 0.34 | ns |
| Total of buffers placed on input and output ports | 58 | - |
| First-pass GRT wire length | 21,190 | µm |
| Die Y-Extent | 128.2 | µm |
| Yosys top cell area share | 36.11 | % |
| Post-synthesis instance area | 6375 | µm² |
| Post-CTS sizing | 0 | - |
| CP Data Required Time | 8.08 | ns |
| Final Routed Wirelength | 12,070 | µm |
| Wire length per cell | 12.84 | µm |
| Number of buffers on the longest clock path | 2 | - |
[where the power goes]
| part | internal (mW) | total [mW] | switching [mW] |
|---|---|---|---|
| clock | 0.198 | 0.336 | 0.138 |
| sequential | 0.380 | 0.398 | 0.0178 |
| combinational | 0.0225 | 0.0533 | 0.0308 |
| total | 0.601 | 0.787 | 0.187 |
[area by class of cell]
class,instances,area [µm²]
Fill cell,1409,7960
Multi-Input combinational cell,516,3776
Sequential cell,92,2302
Timing Repair Buffer,61,600.6
Tap cell,211,264.0
Clock buffer,10,239.0
Inverter,44,165.2
Clock inverter,6,63.81
[routing by layer]
layer  track usage [%]  vias up  share of wire [%]
met5                 0        -                  0
met4             1.107        0               0.93
met3             2.253        9                3.1
met2             26.49       68                 48
met1             22.91     2406                 48
li1                  -     2541                  -
[worst max path at each step]
stage,cells after the start,to
4_1_cts,6,HEX6[0]
5_1_grt,6,HEX6[0]
6_report,6,HEX6[0]
[kinds of logic (layout without fill, tap and decap cells)]
family / after synthesis / in the layout / synth area share [%]
compound gates: 145 / 145 / 14.39
flops: 92 / 92 / 36.11
buf+inv: 73 / 121 / 4.769
fa+ha+maj: 58 / 58 / 11.38
mux: 58 / 58 / 9.637
simple gates: 231 / 231 / 20.41
xor+xnor: 24 / 24 / 3.297
[through the flow]
stage	setup slack, ns	std cells	area (µm²)	hold slack [ns]	util [%]
final	5.779	940	7411	0.4487	48.21
after global routing	5.665	940	7411	0.4691	48.21
after CTS	5.767	940	7411	0.4464	48.21
after detailed placement	6.140	924	7108	0.4178	46.24
after global placement	6.158	924	7108	0.4300	46.24
after floorplan	6.793	681	6375	0.3929	-
[cells in the final DEF, fill, tap and decap left out, types with 11 or more instances in the layout]
master	instances
sky130_fd_sc_hd__a22o_1	11
sky130_fd_sc_hd__mux2_1	24
sky130_fd_sc_hd__clkdlybuf4s50_1	57
sky130_fd_sc_hd__a21oi_1	46
sky130_fd_sc_hd__inv_1	44
sky130_fd_sc_hd__nor2_1	78
sky130_fd_sc_hd__nand2_1	31
sky130_fd_sc_hd__o22ai_1	11
sky130_fd_sc_hd__o21ai_0	35
sky130_fd_sc_hd__dfrtp_1	92
sky130_fd_sc_hd__mux2i_1	31
sky130_fd_sc_hd__xnor2_1	19
sky130_fd_sc_hd__nand4_1	11
sky130_fd_sc_hd__ha_1	58
sky130_fd_sc_hd__nand3_1	22
Power is estimated from default activity; no workload was simulated.
